==> /design/flow/design.v <==
module Adder16 (
    input [15:0] op1,
    input [15:0] op2,
    output [15:0] res
);
assign res = op1+op2;
endmodule
module PC (
    input wire clk,
    input wire [15:0] pcNext,
    output wire [15:0] pc
);
    reg [15:0] s_pc;
    initial begin
        s_pc = 0;
    end
    always @(posedge clk) begin
        s_pc <= pcNext;
    end
    assign pc = s_pc;
endmodule
module BR(
    input wire clk,
    input [4:0] a1,
    input [4:0] a2,
    input [4:0] a3,
    input [31:0] wd3,
    input wire we,
    output [31:0] rd1,
    output [31:0] rd2
);
    reg [31:0] regBank[31:0];
    integer i;
    initial begin
        for(i = 0;i<32;i=i+1) begin
            regBank[i] <= 32'h00000000;
        end
    end
    always @(posedge clk)
    begin
        if(we)
        begin
            regBank[a3] <= wd3;
        end
    end
    assign rd1 = regBank[a1];
    assign rd2 = regBank[a2];
endmodule
module SE(
    input [31:0] instr,
    input [1:0] src,
    output [31:0] immExt
);
reg[31:0] immaux;
always @(*)
begin
    case(src)
        2'b00:   
        begin
            immaux = {{20{instr[31]}}, instr[31:20]};
        end
        2'b01:   
        begin
            immaux = {{20{instr[31]}}, instr[31:25], instr[11:7]};
        end
        2'b10:   
        begin
            immaux = {{19{instr[31]}}, instr[31], instr[7], instr[30:25], instr[11:8], 1'b0};
        end
        2'b11:   
        begin
            immaux = {{12{instr[31]}}, instr[19:12], instr[20], instr[30:21], 1'b0};
        end
        default: immaux = 32'bx;
    endcase
end
assign immExt = immaux;
endmodule
module ALU(
    input [31:0] srcA,
    input [31:0] srcB,
    input [2:0] ALUControl,
    output [31:0] res,
    output wire zero
);
reg [31:0] aux = 0;
reg aux_zero = 0;
always @(*)
begin
    case (ALUControl)
        3'b000:
            begin
                aux = srcA+srcB;
                aux_zero <= 0;
            end
        3'b001:
            begin
                aux = srcA-srcB;
                aux_zero <= 0;
            end
        3'b010:
            begin
                aux = srcA & srcB;
                aux_zero <= 0;
            end
        3'b011:
            begin
                aux = srcA | srcB;
                aux_zero <= 0;
            end
        3'b100:
            begin
                aux = (srcA == srcB);
                aux_zero <= srcA == srcB;
            end
        3'b101:
            begin
                aux = srcB > srcA;
                aux_zero <=  srcB > srcA;
            end
        default:
            begin
                aux = srcA;
                aux_zero <= 0;
            end
    endcase
end
assign zero = aux_zero;
assign res = aux;
endmodule
module Mux2x1 (
    input [31:0] e1,
    input [31:0] e2,
    input sel,
    output [31:0] sal
);
    reg [31:0] aux;
    always @(*) begin
        case(sel)
            1'b0: aux <= e1;
            1'b1: aux <= e2;
        endcase
    end
    assign sal = aux;
endmodule
module Mux4x1 (
    input [31:0] e1,
    input [31:0] e2,
    input [31:0] e3,
    input [31:0] e4,
    input [1:0] sel,
    output [31:0] sal
);
    reg [31:0] aux;
    always @(*) begin
        case(sel)
            2'b00: aux <= e1;
            2'b01: aux <= e2;
            2'b10: aux <= e3;
            2'b11: aux <= e4;
        endcase
    end
    assign sal = aux;
endmodule
module Mux16 (
    input [15:0] e1,
    input [15:0] e2,
    input wire sel,
    output [15:0] sal
);
    reg [15:0] aux;
    always @(*) begin
        case(sel)
            1'b0: aux <= e1;
            1'b1: aux <= e2;
        endcase
    end
    assign sal = aux;
endmodule
module dataPath (
    input wire clk,          
    input [31:0] instr,      
    input [31:0] readData,   
    input wire branch,       
    input wire jump,         
    input [1:0] resultSrc,   
    input [2:0] ALUControl,  
    input wire ALUSrc,       
    input [1:0] inmSrc,      
    input wire regWrite,     
    output [15:0] pc,
    output [31:0] ALUResult,     
    output [31:0] writeData,     
    output wire zero,
    output [6:0] opecode,
    output [2:0] f3,
    output wire f7
);
    reg [15:0] cuatro = 4;
    wire [15:0] s_pcNext;
    wire [15:0] s_pc;
    wire [15:0] s_pcTarget;
    wire [15:0] s_pcPlus;
    wire [15:0] s_pcJump;
    wire [15:0] s_PCK1;
    wire [31:0] s_InmExt;
    wire [31:0] s_srcA;
    wire [31:0] s_srcB;
    wire [31:0] s_src2;
    wire [31:0] s_ALUResult;
    wire [31:0] s_result;
    Mux16 muxPcNext(
        .e1(cuatro),
        .e2(s_InmExt[15:0]),
        .sel(branch),    
        .sal(s_pcPlus)
    );
    Adder16 addPC4(
        .op1(s_pcPlus),
        .op2(s_pc),
        .res(s_pcNext)
    );
    Adder16 addPCJump(
        .op1(s_InmExt[15:0]),
        .op2(s_pc),
        .res(s_pcJump)
    );
    Mux16 muxJump(
        .e1(s_pcNext),
        .e2(s_pcJump),
        .sel(jump),
        .sal(s_PCK1)
    );
    PC pcReg (
        .clk(clk),
        .pcNext(s_PCK1),
        .pc(s_pc)
    );
    BR bancoDeRegistros(
        .clk(clk),
        .a1(instr[19:15]),
        .a2(instr[24:20]),
        .a3(instr[11:7]),
        .wd3(s_result),
        .we(regWrite),
        .rd1(s_srcA),
        .rd2(s_src2)
    );
    SE extensionDeSigno(
        .instr(instr),
        .src(inmSrc),
        .immExt(s_InmExt)
    );
    ALU alu(
        .srcA(s_srcA),
        .srcB(s_srcB),
        .ALUControl(ALUControl),
        .res(s_ALUResult),
        .zero(zero)
    );
    Mux2x1 muxSrcB(
        .e1(s_src2),
        .e2(s_InmExt),
        .sel(ALUSrc),
        .sal(s_srcB)
    );
    Mux4x1 muxResult(
        .e1(s_ALUResult),
        .e2(readData),
        .e3(s_InmExt),
        .e4({16'b0, s_pcNext}),
        .sel(resultSrc),
        .sal(s_result)
    );
    assign pc = s_pc;
    assign ALUResult = s_ALUResult;
    assign writeData = s_src2;
    assign f7 = instr[30];
    assign f3 = instr[14:12];
    assign opecode = instr[6:0];
endmodule
module aluDeco(
    input wire op,
    input wire f7,
    input [2:0] f3,
    input [1:0] aluOp,
    output [2:0] aluControl
);
reg[2:0] aluControlAux = 3'b000;
wire andAux;
assign andAux = f7 && op;
always @(*) begin
    case (aluOp)
        2'b00:
            aluControlAux = 3'b000;  
        2'b01:
            case(f3)
                3'b000:
                    aluControlAux = 3'b100;  
                3'b100:
                    aluControlAux = 3'b101; 
                default:
                    aluControlAux = 3'b001;  
            endcase
        2'b10:
            case(f3)
                3'b000:
                    if(f7 && op)
                    begin
                        aluControlAux = 3'b001;  
                    end else begin
                        aluControlAux = 3'b000;   
                    end
                3'b010:
                    aluControlAux = 3'b101;      
                3'b110:
                    aluControlAux = 3'b011;      
                3'b111:
                    aluControlAux = 3'b010;      
            endcase
    endcase
end
assign aluControl = aluControlAux;
endmodule
module mainDeco(
    input [6:0] op,
    output wire branch,
    output wire jump,
    output [1:0] resSrc,
    output wire memWrite,
    output wire aluSrc,
    output [1:0] immSrc,
    output wire regWrite,
    output [1:0] aluOp
);
reg branchAux = 0;
reg jumpAux = 0;
reg [1:0] resSrcAux = 0;
reg memWriteAux = 0;
reg aluSrcAux = 0;
reg [1:0] immSrcAux = 0;
reg regWriteAux = 0;
reg [1:0] aluOpAux = 0;
always @(*)
begin
    case (op)
        3:       
        begin
            branchAux = 0;
            jumpAux = 0;
            resSrcAux = 2'b01;
            memWriteAux = 0;
            aluSrcAux = 1;
            immSrcAux = 2'b00;
            regWriteAux = 1;
            aluOpAux = 2'b00;
        end
        35:      
        begin
            branchAux = 0;
            jumpAux = 0;
            memWriteAux = 1;
            aluSrcAux = 1;
            immSrcAux = 2'b01;
            regWriteAux = 0;
            aluOpAux = 2'b00;
        end
        51:      
        begin
            branchAux = 0;
            jumpAux = 0;
            resSrcAux = 2'b00;
            memWriteAux = 0;
            aluSrcAux = 0;
            regWriteAux = 1;
            aluOpAux = 2'b10;
        end
        99:      
        begin
            branchAux = 1;
            jumpAux = 0;
            memWriteAux = 0;
            aluSrcAux = 0;
            immSrcAux = 2'b10;
            regWriteAux = 0;
            aluOpAux = 2'b01;
        end
        19:      
        begin
            branchAux = 0;
            jumpAux = 0;
            resSrcAux = 2'b00;
            memWriteAux = 0;
            aluSrcAux = 1;
            immSrcAux = 2'b00;
            regWriteAux = 1;
            aluOpAux = 2'b10;
        end
        111:         
        begin
            branchAux = 0;
            jumpAux = 1;
            resSrcAux = 2'b10;
            memWriteAux = 0;
            immSrcAux = 2'b11;
            regWriteAux = 1;
        end
    endcase
end
assign branch = branchAux;
assign jump = jumpAux;
assign resSrc = resSrcAux;
assign memWrite = memWriteAux;
assign aluSrc = aluSrcAux;
assign immSrc = immSrcAux;
assign regWrite = regWriteAux;
assign aluOp = aluOpAux;
endmodule
module UC(
    input wire f7,
    input [2:0] f3,
    input [6:0] op,
    input wire zero,
    output wire branch,
    output wire jump,
    output wire memWrite,
    output [1:0] resSrc,
    output [2:0] ALUcontrol,
    output wire aluSrc,
    output [1:0] immSrc,
    output wire regWrite
);
wire[1:0] ALUop;
wire s_branch;
reg r_branch;
initial
    r_branch = 0;
mainDeco MainDecoder(
    .op(op),
    .branch(s_branch),
    .jump(jump),
    .resSrc(resSrc),
    .memWrite(memWrite),
    .aluSrc(aluSrc),
    .immSrc(immSrc),
    .regWrite(regWrite),
    .aluOp(ALUop)
);
aluDeco ALUDecoder(
    .op(op[5]),
    .f7(f7),
    .f3(f3),
    .aluOp(ALUop),
    .aluControl(ALUcontrol)
);
always @(*)
    r_branch = s_branch && zero;
assign branch = r_branch;
endmodule
module rv32i (
    input wire clk,
    input [31:0] instr,
    input [31:0] readData,
    output [15:0] pc,
    output [31:0] ALUResult,     
    output [31:0] writeData,     
    output wire memWrite
);
    wire s_f7;
    wire [2:0] s_f3;
    wire [6:0] s_op;
    wire s_zero, s_branch, s_jump;
    wire [1:0] s_resSrc;
    wire [2:0] s_ALUControl;
    wire s_aluSrc, s_regWrite;
    wire [1:0] s_immSrc;
    UC uc(
        .f7(s_f7),
        .f3(s_f3),
        .op(s_op),
        .zero(s_zero),
        .branch(s_branch),
        .jump(s_jump),
        .memWrite(memWrite),
        .resSrc(s_resSrc),
        .ALUcontrol(s_ALUControl),
        .aluSrc(s_aluSrc),
        .immSrc(s_immSrc),
        .regWrite(s_regWrite)
    );
    dataPath dp(
        .clk(clk),
        .instr(instr),
        .readData(readData),
        .branch(s_branch),
        .jump(s_jump),
        .resultSrc(s_resSrc),
        .ALUControl(s_ALUControl),
        .ALUSrc(s_aluSrc),
        .inmSrc(s_immSrc),
        .regWrite(s_regWrite),
        .pc(pc),
        .ALUResult(ALUResult),
        .writeData(writeData),
        .zero(s_zero),
        .opecode(s_op),
        .f3(s_f3),
        .f7(s_f7)
    );
endmodule
module DM(
    input clk, we,
    input [15:0] addres,
    input [31:0] wd,
    output [31:0] rd
);
    reg [31:0] RAM [31:0];
    always @(posedge clk) begin
        if (we) begin
            RAM[addres] <= wd;
        end
    end
    assign rd = RAM[addres];
endmodule
module IM(
    input [15:0] pc,
    output [31:0] instr
);
    parameter ROM_WIDTH = 32;
    parameter ROM_ADDR_BITS = 8;
    (* ROM_STYLE="{AUTO |DISTRIBUTED |BLOCK}" *)
    reg [ROM_WIDTH-1:0] ROM [(2**ROM_ADDR_BITS)-1:0];
    initial begin
        ROM[0] = 32'h00300413;       
        ROM[4] = 32'h00100493;       
        ROM[8] = 32'h01000913;       
        ROM[12] = 32'h009462b3;      
        ROM[16] = 32'h00947333;      
        ROM[20] = 32'h009403b3;      
        ROM[24] = 32'h40940e33;      
        ROM[28] = 32'h40848eb3;      
        ROM[32] = 32'h00942f33;      
        ROM[36] = 32'h0084afb3;      
        ROM[40] = 32'h01d4afb3;      
        ROM[44] = 32'h00100293;
        ROM[48] = 32'h00000313;
        ROM[52] = 32'h01228863;
        ROM[56] = 32'h005282b3;
        ROM[60] = 32'h00130313;
        ROM[64] = 32'hff5ff06f;
        ROM[68] = 32'h000004b3;
        ROM[72] = 32'h00000293;
        ROM[76] = 32'h00a00313;
        ROM[80] = 32'h00628863;
        ROM[84] = 32'h008484b3;
        ROM[88] = 32'h00128293;
        ROM[92] = 32'hff5ff06f;
        ROM[96] = 32'h00802023;
        ROM[100] = 32'h00902223;
        ROM[104] = 32'h01202423;
        ROM[108] = 32'h00002283;
        ROM[112] = 32'h00402303;
        ROM[116] = 32'h00802383;
    end
    assign instr = ROM[pc];
endmodule
module mem(
    input wire clk,
    input wire we,
    input [15:0] pc,
    input [15:0] addr,
    input [31:0] writeData,
    output [31:0] instr,
    output [31:0] readData
);
    DM dataMemory(
        .clk(clk), 
        .we(we),
        .addres(addr),
        .wd(writeData),
        .rd(readData)
    );
    IM instructionMemory(
        .pc(pc),
        .instr(instr)
    );
endmodule
module Top (
    input wire clk,
    output [31:0] instr
);
    wire [31:0] s_instr;
    wire [31:0] s_readData;
    wire [15:0] s_pc;
    wire [31:0] s_ALUResult;
    wire [31:0] s_writeData;
    wire s_memWrite;
    rv32i procesador (
        .clk(clk),
        .instr(s_instr),
        .readData(s_readData),
        .pc(s_pc),
        .ALUResult(s_ALUResult),     
        .writeData(s_writeData),     
        .memWrite(s_memWrite)
    );
    mem memoria(
        .clk(clk),
        .we(s_memWrite),
        .pc(s_pc),
        .addr(s_ALUResult[15:0]),
        .writeData(s_writeData),
        .instr(s_instr),
        .readData(s_readData)
    );
    assign instr = s_instr;
endmodule
==> /design/flow/run.sh <==
#!/bin/bash
# OpenROAD 26Q1-2900-gdf79404cd8, Yosys 0.63+post, stock flow scripts
make -C /OpenROAD-flow-scripts/flow DESIGN_CONFIG=/design/flow/config.mk WORK_HOME=/design/flow/orfs finish
==> /design/flow/config.mk <==
export PLATFORM = sky130hd
export DESIGN_NAME = Top
export DESIGN_NICKNAME = Top
export VERILOG_FILES = /design/flow/design.v
export SDC_FILE = /design/flow/constraint.sdc
export NUM_CORES = 4
export LEC_CHECK = 1
export CORE_UTILIZATION = 40
export SYNTH_MEMORY_MAX_BITS = 65536
==> /design/flow/constraint.sdc <==
current_design Top

set clk_period 50.8
set clk_io_pct 0.2

create_clock -name clk0 -period $clk_period [get_ports {clk}]

set non_clock_inputs [all_inputs -no_clocks]
set_input_delay [expr $clk_period * $clk_io_pct] -clock clk0 $non_clock_inputs
set_output_delay [expr $clk_period * $clk_io_pct] -clock clk0 [all_outputs]
==> reports/qor.yml <==
detailed_routing:
  drt_iter0_drc: 4751
  routed-via-count: 66900
  wl_per_cell_um: 27.7
  drt.antenna.violating_nets: 0
  route.detailed.drc: 0
  wirelength_um: 314000
  drt_pre_antenna_iters: 8
  vias_per_cell: 5.91
worst_setup_path:
  timing.critical_path.mode_cell: "o21ai_0"
  critPathLaunch: "procesador.dp.pcReg.s_pc[2]"
  worstSetupPathDepth: 7
  endpoint_kind: "output port"
  regToRegEndpoint: "memoria.dataMemory.RAM[13][30]"
  critical_path.max_fanout: 58
  worstPathArrival_ns: 4.36
  cp_slowest_cell: "dfxtp_1"
  slowest_delay_ns: 0.71
  critical_path.cell_chain: "ha_1, o21ai_0, o21ai_0, o21ai_4, buf_4, inv_6, clkdlybuf4s50_1"
  cp.buffers_inverters: 3
  reg2reg_from: "procesador.dp.pcReg.s_pc[3]"
  critical-path-top-delay-family: "buffers and inverters"
  critical_path_capture_point: "instr[23]"
  setup.worst_path.class: "reg2out"
  worstSetupStartpointType: "flip-flop"
  r2r.worst_path.cells: 30
  worst_case_register_to_register_setup_slack_ns: 38.35
  timing.critical_path.required_ns: 40.64
place:
  place_inst: 10900
  post-place-ws_ns: 37.19
  hpwlAfterDp_um: 180000
  gpl.final_weighted_congestion: 0.898
  port_buffers: 30
final_timing:
  worstMarginPinSlew_ns: 1.10
  period_used_share: 0.286
  timing.final.ws_setup_ns: 36.28
  max_freq_ghz: 0.0689
  finalSetupTns_ns: 0
  untimed_endpoints: 14
  timing.final.max_slew_violations: 0
  finalClockSkew_ns: 0.0400
  hold_viol: 0
  max-slew-margin-rel: 0.250
  register_pins_left_without_a_clock: 14
  grt_setup_unrepaired: "no"
  finalWorstPathRequiredPeriod_ns: 14.52
  setup_violations: 0
yosys:
  area_figure_in_the_yosys_stat_output_um2: 97500
  numSynthFlops: 2078
  ys_sh_simple: 0.152
  post_synth_edffs: 2048
  synthTopCellsByArea: "edfxtp_1 (63%), nand2_1 (8.3%), mux4_2 (6.3%), nand3_1 (3.7%), a21oi_1 (1.9%)"
  asyncSetResetFlopFracSynth: 0
  distinct_cell_type_count_after_synthesis: 108
  dominantRegCellSynth: "edfxtp_1"
  synth.largest_area_cell: "edfxtp_1"
  top_cells_by_count: "nand2_1 (2146), edfxtp_1 (2048), nand3_1 (724), a21oi_1 (367), clkbuf_1 (314)"
  synthesis.area_um2: 97500
  logic_family: "simple AND/OR/NAND/NOR gates"
  xor_area_frac: 0.00567
  yosys.area_share.aoi: 0.0795
  yosys-stat-cells: 8010
  post_synth.cell_area_avg_um2: 12.2
  yosys.cell_count.top_type: "nand2_1"
  synthAdderAreaFrac: 0.0185
  post_synth_inst_count: 8010
  synth_warnings: 13
  synthMuxAreaShare: 0.0759
  synth.top_cell.area_share: 0.631
grt:
  grt_remaining_overflow: 0
  track_usage: 0.277
  grt_start_max_net_pins: 128
  first_global_vias: 70000
  antenna_found_initial: 6
  grt_first_pass_wirelength_um: 458000
run:
  drv.max_cap_violation_count: 0
  warning_count: 116
status:
  outcome: "finished clean"
floorplanning:
  fp.dieArea_um2: 246000
  initCoreUtil: 0.404
  core_area_um2: 241000
  die_height_um: 496
  rows: 180
  io_pins: 33
  die_x_um: 496
cts:
  cts_root_buffer: "clkbuf_16"
  cts_setup_buffers: 0
  postCtsHoldBufs: 0
  maximum_clock_path_buffer_count: 3
  ctsResizeCount: 0
  ctsHtreeMaxLevel: 4
  worstSkewPairLatency_ns: 0.88
  clock_buffer_count_from_cts: 207
  cts.reportedPaths.clkPinSlew_ns: 0.06
  tritoncts: "done"
final_layout:
  fin_cells: 11300
  area_growth_pct: 11.6
  layout-drive-gt1-share: 0.126
min_path:
  hold_path_class: "reg2reg"
pwr:
  ratio_of_total_power_to_cell_area_nw_per_um2: 30.3
  leakagePower_nw: 35.5
  totalPowerFinal_w: 0.00330
  vdd_ir_drop_max_mv: 0.0301
[per-layer routing]
layer	global-route usage	up-vias	routed length, um
met1	0.318	32300	104000
met3	0.204	748	52100
met2	0.407	4126	144000
met4	0.0915	17	13000
li1	-	29800	-
met5	0.0195	-	588
[metrics by stage]
stage | hold slack, ns | util | cell area [um2]
2_1_floorplan | 0.585 | - | 97500
3_3_place_gp | 0.600 | 0.424 | 102000
3_5_place_dp | 0.628 | 0.424 | 102000
4_1_cts | 0.641 | 0.451 | 109000
5_1_grt | 0.658 | 0.451 | 109000
6_report | 0.642 | 0.451 | 109000
[cell type report]
class                           count  area (um2)
Clock inverter                    122        1010
Sequential cell                  2078       62000
Tap cell                         3185        3990
Clock buffer                      255        5380
Timing Repair Buffer              335        2690
Multi-Input combinational cell   5184       33100
Inverter                          159         634
Antenna cell                        7        17.5
Fill cell                       20900      133000
[cells by family after synthesis]
| group | after synthesis |
|---|---|
| AOI/OAI and AO/OA | 1145 |
| xor gates and xnor gates | 61 |
| adders and majority gates | 142 |
| buffers and inverters | 749 |
| DFF | 2064 |
| latches | 14 |
| muxes | 396 |
| other | 1 |
| and+or+nand+nor | 3438 |
[cells in the final DEF, fill, tap and decap left out, types with 18 or more instances in the layout]
cell type / n
and2_1: 34
a211oi_1: 61
clkinv_1: 62
nor2_4: 66
nand2_1: 2145
buf_4: 297
nand4_1: 55
o21ai_0: 127
and3_1: 100
xor2_1: 20
nor2_1: 132
a31oi_1: 63
edfxtp_1: 2048
mux4_2: 273
clkbuf_1: 47
a21oi_1: 367
clkbuf_16: 208
a21o_1: 37
clkinv_2: 32
a311oi_1: 190
o211ai_1: 40
mux2i_1: 109
clkdlybuf4s50_1: 30
ha_1: 138
nor3_1: 50
inv_1: 149
o21ai_2: 22
xnor2_1: 40
nor4_1: 31
o31ai_1: 31
nand3_1: 720
a2111oi_0: 18
[worst min-delay path: cells and delay by family, from the launching register on]
family                   cells  cell delay, ns
adder cells (fa/ha/maj)      1            0.14
flip-flops                   1            0.35
multiplexers                 1            0.13
[sequential cells by signal (all words and copies together) (netlist names)]
register	cells
procesador.uc.MainDecoder.immSrcAux	2
procesador.uc.MainDecoder.aluSrcAux	1
procesador.uc.MainDecoder.branchAux	1
memoria.dataMemory.RAM	1024
procesador.uc.MainDecoder.memWriteAux	1
procesador.dp.pcReg.s_pc	16
procesador.uc.MainDecoder.regWriteAux	1
procesador.uc.MainDecoder.aluOpAux	2
procesador.dp.bancoDeRegistros.regBank	1024
procesador.uc.MainDecoder.jumpAux	1
procesador.uc.MainDecoder.resSrcAux	2
procesador.uc.ALUDecoder.aluControlAux	3
[how the worst min path moves through the flow]
stage	slack [ns]	from	endpoint	cells after the start
4_1_cts	0.64	procesador.dp.pcReg.s_pc[0]	procesador.dp.pcReg.s_pc[0]	2
5_1_grt	0.66	procesador.dp.pcReg.s_pc[0]	procesador.dp.pcReg.s_pc[0]	2
6_report	0.64	procesador.dp.pcReg.s_pc[0]	procesador.dp.pcReg.s_pc[0]	2
[power breakdown]
| part | internal [W] | switching [W] |
|---|---|---|
| Clock | 0.000804 | 0.000653 |
| Combinational | 0 | 0.00000000254 |
| Sequential | 0.00184 | 0 |
No activity file was given, so power comes from the tool's default toggle rates.
