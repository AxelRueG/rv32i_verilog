==> /design/flow/design.v <==
module Adder (
    input [31:0] op1,
    input [31:0] op2,
    output [31:0] sal
);
    assign sal = op1 + op2;
endmodule
==> /design/flow/run.sh <==
#!/bin/bash
# OpenROAD 26Q1-2900-gdf79404cd8, Yosys 0.63+post, stock flow scripts
make -C /OpenROAD-flow-scripts/flow DESIGN_CONFIG=/design/flow/config.mk WORK_HOME=/design/flow/orfs finish
==> /design/flow/config.mk <==
export PLATFORM = sky130hd
export DESIGN_NAME = Adder
export DESIGN_NICKNAME = Adder
export VERILOG_FILES = /design/flow/design.v
export SDC_FILE = /design/flow/constraint.sdc
export NUM_CORES = 4
export LEC_CHECK = 1
export CORE_AREA = 10 10 85 85
export DIE_AREA = 0 0 95 95
==> /design/flow/constraint.sdc <==
current_design Adder

set clk_period 14.5
set clk_io_pct 0.2

create_clock -name clk0 -period $clk_period

set non_clock_inputs [all_inputs -no_clocks]
set_input_delay [expr $clk_period * $clk_io_pct] -clock clk0 $non_clock_inputs
set_output_delay [expr $clk_period * $clk_io_pct] -clock clk0 [all_outputs]
==> flow_summary.yaml <==
# synthesis and place-and-route metrics
outcome:
  run_status: "finished clean"
global_route:
  grt_pass1_wl_mm: 9.47
  gr-total-overflow: 0
  grt_pass1_vias: 2030
  antenna_found_initial: 0
  grtUsageTotal: 0.123
  grt_start_max_net_pins: 11
final_timing:
  hold_viol_final: 0
  worst_pin_slew_ns: 0.540
  grt_setup_unrepaired: "false"
  slew_headroom: 0.631
  fin_setup_tns_ns: 0
  finalSetupViolCount: 0
  fmax_mhz: 115
  worst_slack_ns: 5.78
  drv_slew: 0
  fin_crit_sh: 0.602
  fin_crit_ns: 8.72
setup_path:
  crit_buf_inv: 2
  cp.depth: 11
  critPathMaxFanout: 4
  critPathLaunch: "op1[0]"
  endpoint_kind: "output pin"
  cp_cell_sequence: "clkdlybuf4s50_1 > ha_1 > fa_1 > a21o_1 > a31o_2 > nand3_1 > o221ai_1 > a311oi_1 > o21bai_1 > xor2_1 > clkdlybuf4s50_1"
  worstSetupPathType: "in -> out"
  worstSetupStartpointType: "primary input"
  crit_family: "AND-OR/OR-AND gates"
  cp_slowest_cell: "clkdlybuf4s50_1"
  max_stage_delay_ns: 0.50
  cp_data_required_time_ns: 11.60
  cp_data_arrival_time_ns: 5.82
  crit_end: "sal[26]"
  cpMostUsedCell: "clkdlybuf4s50_1"
yosys:
  avgSynthCellArea_um2: 7.24
  ys_seq_frac: 0
  ys_types: 50
  syn-cell-area_mm2: 0.00174
  yosysCellCount: 241
  yosysChipArea_mm2: 0.00174
  synth.top_cells.by_area: "ha_1 22%, a21oi_1 8.3%, a21o_1 8.2%"
  syn_inst: 241
  top_area_frac: 0.222
  synth.largest_area_cell: "ha_1"
  yosys_warnings: 0
drt:
  initialDrtViolationCount: 35
  ant_nets: 0
  drtPass1Iterations: 4
  wire_per_inst_um: 14.5
  viasPerCell: 5.15
  antenna_cells: 0
  vias: 2051
  drt_wl_total_mm: 5.77
  drc: 0
die:
  die_x_um: 95
  fp-row-count: 27
  die_h_um: 95
  die-area_mm2: 0.00903
  io_pins: 96
  fp_util: 0.319
  coreArea_mm2: 0.00547
pwr:
  power_uw: 133
  powerDensity_mw_per_mm2: 48.2
  p_leak_nw: 1.18
  irDropWorstVdd_mv: 0.0192
cells_and_area:
  syn_to_final_growth_pct: 57.7
  numSequentialCells: 0
  n_clock_buffer: 0
  ff_latch_area_um2: 0
  fillers: 565
  final_layout_size_suffix_gt1_frac: 0.0307
  mi_logic_area_mm2: 0.00168
placed_design:
  dp_hpwl_mm: 5.11
  io_buffers: 96
  gp_congestion: 0.925
  pre_cts_ws_ns: 5.77
flow_run:
  max_cap_viol_count: 0
  openroad.warnings: 32
worst_hold_path:
  holdCritPathClass: "in -> out"
clock_tree:
  post_cts_buffers: 0
  cts_hold_buf: 0
  cts_resized: 0
==> through the flow <==
step                utilization  hold WS, ns  area, um^2  instances
floorplan                     -         5.87        1740        241
global placement          0.503         6.84        2750        398
detailed placement        0.503         6.85        2750        398
CTS                       0.503         6.84        2750        398
global route              0.503         6.87        2750        398
finish                    0.503         6.83        2750        398
==> logic make-up after synthesis <==
group,share of synthesized area
multiplexers,0.0115
buffers and inverters,0.0380
XOR/XNOR,0.141
AND-OR/OR-AND,0.393
AND/OR/NAND/NOR,0.183
adder cells (fa/ha/maj),0.234
==> how the worst min path moves through the flow <==
stage | from | end | slack [ns] | cells past startpoint
4_1_cts | op2[0] | sal[0] | 6.84 | 3
5_1_grt | op2[0] | sal[0] | 6.87 | 3
6_report | op2[0] | sal[0] | 6.83 | 3
==> synthesized netlist by cell type, types with 4 or more instances <==
cell type,count
a21o_1,19
a21oi_1,29
ha_1,31
o21ai_0,13
nor3_1,4
nand2_1,18
xnor2_1,13
clkbuf_1,8
o21bai_1,4
nor2_1,12
nand3_1,10
nand4_1,8
xor2_1,15
inv_1,6
==> report_power, final <==
group	internal (mW)	switching [mW]	total, mW
Clock	0	0	0
Sequential	0	0	0
Combinational	0.0802	0.0524	0.133
Total	0.0802	0.0524	0.133
==> placed cells by master (no fill, tap or decap), drive strengths merged, types with 3 or more instances in the layout <==
cell type and n:
clkdlybuf4s50 96, a21o 19, a211oi 3, nand3 10, nor3 4, inv 6, xor2 15, or2 3
a21oi 29, o211ai 3, nand2 18, ha 31, nand4 8, a31oi 3, xnor2 13, o21ai 15
nor2 12, o21bai 5, a311oi 3
==> metal layers <==
layer	routed length (um)	vias to the layer above	track usage
met3	452	0	0.0264
met4	0	0	0
met1	2750	900	0.166
met2	2570	53	0.210
met5	0	-	0
li1	-	1098	-
==> area by class of cell <==
class                           count  area share
Inverter                            6     0.00819
Multi-Input combinational cell    224       0.610
Tap cell                           72      0.0327
Timing Repair Buffer               96       0.349
Power is estimated from default activity; no workload was simulated.
